===== flow/design.v =====
module RPMPv3 (clk, r, rs, led, ACK, RATN, ATN, 
	zclk, zmreq, ziorq, zrd, zwr, a, d, zrst, zint, mbd, msltsl, zwait, dd, cd, ad, cmd);
input clk;
input zclk, zmreq, ziorq, zrd, zwr, zrst, msltsl;
output zint, mbd, zwait;
output cd, dd, ad;
input RATN;
output reg ACK;
output ATN;
input [15:0] a;
inout [7:0] d;
input [1:0] cmd;
inout reg [15:0] r;
output [3:0] rs;
output reg [2:0] led;
reg [10:0] wcnt;
reg oscena_sig;
wire osc_w, oscena_w, clk_w, clk0_w;
osc_altufm_osc_518 ufm (.osc(osc_w), .oscena(oscena_w)); 
reduced_osc rosc (.osc(osc_w), .clk(clk_0w));
assign oscena_w = 1'b1;
reg [2:0] RATNr;  always @(posedge osc_w) RATNr <= {RATNr[1:0], RATN};
wire RATN_risingedge = (RATNr==3'b001);   
reg [2:0] ATNr;   always @(posedge osc_w) ATNr <= {ATNr[1:0], ATN};
wire ATN_risingedge = (ATNr == 3'b001);
assign clk_w = osc_w;
reg rtest;
reg [7:0] errors;
reg [255:0] ioreq;
reg [15:0] addr;
reg [15:0] test_addr;
reg [7:0] rdata;
reg rwait, rint;
wire [7:0] wdata;
wire bdir;
reg rvalid;
assign ad = 0;
assign cd = 0;
assign dd = ((ATN & rvalid) ? 1'b1 : 1'b0);
assign d = (rvalid ? rdata : 8'bZ); 
assign rs[0] = zrd;
assign rs[1] = zmreq;
assign rs[2] = msltsl;
assign rs[3] = zrst;
assign bdir = (zrd == 0 && ziorq == 0 && ioreq[a[7:0]] == 1'b1);
assign wdata = (zwr == 1'b0 ? d : 8'b0);
assign ATN = ((zmreq == 0 || ziorq == 0) && zrst == 1'b1 ? 1'b1 : 1'b0);
assign zwait = rwait;
assign zint = rint;
assign mbd = !bdir;
initial
begin 
	r = 16'h0;
	led = 3'b0;
	oscena_sig = 1'b1;
	ioreq = 256'b100000000000000000000;
	errors = 8'b0;
	rwait = 1'b1;
	rint = 1'b1;
	rvalid = 1'b0;
	wcnt = 10'b0;
end
always @(posedge clk)
begin
	if (wcnt < 100)
		wcnt = wcnt + 1;
end
always @(posedge clk_w)
begin
	led[0] <= !rvalid;
	led[1] <= msltsl;
	led[2] <= !ATN;
end
always @(posedge clk_w) 
begin
	if (ATN_risingedge) begin
		errors <= errors + 1;
		rvalid <= 1'b0;
	end
	if (RATN_risingedge) begin
		case (cmd)
			2'b00: begin
					if (rtest == 1'b1) begin
						r[15:0] <= test_addr;
						test_addr <= test_addr + 1;
					end
					else
						r[15:0] <= a;
					end
			2'b01: begin
					r[15] <= zrd;
					r[14] <= zmreq;
					r[13] <= zrst;
					r[12] <= errors > 0;
					r[7:0] <= wdata;
					if (errors > 0)
						errors <= errors - 1;
					end
			2'b10: begin
					r[7:0] <= 8'bZ;
					rdata <= r[7:0];
					rvalid <= 1'b1;
					if (errors > 0)
						errors <= errors - 1;
					 end
			2'b11: begin
					r[15:0] <= 8'bZ;
					rwait <= r[15];
					rint <= r[14];
					rtest <= r[11];
					if (r[9])
						ioreq[r[4:0]] <= r[8];
					end
		endcase
		ACK <= 1'b1;
	end
	else
		r[15:0] <= a;
	if (RATN == 1'b0)
		ACK <= 1'b0;
end
endmodule
module reduced_osc (osc, clk);
input osc;                
output clk;               
reg [15:0] count;
reg clk;
initial
begin
count = 0;
end
always @ (posedge osc) begin
count = count + 1;
clk <= count[15];
end
endmodule

===== flow/run.sh =====
#!/bin/bash
# OpenROAD 26Q1-2900-gdf79404cd8, Yosys 0.63+post, stock flow scripts
make -C /OpenROAD-flow-scripts/flow DESIGN_CONFIG=/design/flow/config.mk WORK_HOME=/design/flow/orfs finish

===== flow/config.mk =====
export PLATFORM = sky130hd
export DESIGN_NAME = reduced_osc
export DESIGN_NICKNAME = reduced_osc
export VERILOG_FILES = /design/flow/design.v
export SDC_FILE = /design/flow/constraint.sdc
export NUM_CORES = 4
export LEC_CHECK = 1
export CORE_AREA = 10 10 85 85
export DIE_AREA = 0 0 95 95

===== flow/constraint.sdc =====
current_design reduced_osc

set clk_period 3.8
set clk_io_pct 0.2

create_clock -name clk0 -period $clk_period [get_ports {osc}]

set non_clock_inputs [all_inputs -no_clocks]
set_input_delay [expr $clk_period * $clk_io_pct] -clock clk0 $non_clock_inputs
set_output_delay [expr $clk_period * $clk_io_pct] -clock clk0 [all_outputs]

==> CHANGELOG.md <==
### Implementation results

* Post-route DRC at 0
* Antenna fix cells at 0
* Lkg Pwr at 0.310 nW
* CTS sink count at 17
* Worst r2r src: count[2]
* Slew Limit Fails at 0
* Synthesis Warnings at 4
* Reg-to-reg slack, setup at approximately 2.5 ns
* Cell area leaders: dfxtp_1 (53%), xor2_1 (14%), nor4_2 (7.8%), xnor2_1 (5.5%), nand3_1 (3.9%)
* Yosys Instances at just under 60
* DR WL/cell at approximately 6.4 microns
* Final min period at 1.76 ns
* Die x size at between 90 and 100 microns
* Drt total wl at around 860 microns
* Worst vdd ir at 0.000157 V
* Crit. path cell count at 1
* Kind of critical path: reg -> out
* WHS at around 0.4 ns
* CP max stage delay at between 0.4 and 0.5 ns
* Late-Pin Clk Latency at between 0.2 and 0.3 ns
* Mapped Area at ~640 sq um
* Worst hold path class: reg -> reg
* Sum of buffers and inverters on the critical path at 1
* Area leader share at approximately 53%
* Tool warnings at 25
* Core Area at roughly 5500 sq um
* Worst Path Required at 3.04 ns
* Final setup violating endpoints at 0
* DR pass1 iterations at 2
* Fraction of layout instances using a drive strength above 1 at between 10% and 20%
* Top-count cell post-synth: dfxtp_1
* Crit path from: clk
* Post-Layout Cell Count at 135
* Tightest Pin Transition at between 0.3 and 0.4 ns
* TritonCTS clock tree: done
* Worst Setup EP: clk
* Die ar. at approximately 9000 sq um
* Clock Path Buffers at 2
* Design area at slightly below 800 sq um
* Clock skew at around 0.0018 ns
* Max-capacitance violation count at 0
* Global-route wire length before repair at 1.50 mm
* Arr. time, crit path at ~1.0 ns
* ANT nets after route at 0
* Synthesized instance count at 58
* Setup bufs post-CTS at 0
* Row count at 27
* Post-synth regs at 17
* Reg2reg end: clk
* FP Core Util at a little under an eighth
* DP Area at roughly 740 sq um
* Final period util at a little under half
* YS chip area at about 640 sq um
* Placed wire-length estimate at 571 microns
* Flip-flops with a built-in enable at 0
* Largest net degree at the start of global routing at 11
* Number of gates resized after CTS at 0
* Fmax achieved at between 0.5 and 0.6 GHz
* Clk root buf: clkbuf_8
* Cts hold-fix bufs at 0
* Total number of vias at 384
* Synth unique cells at 12
* Crit end category: primary output
* Setup TNS at 0 ns
* I/O Pins at 2
* Grt total ovfl at 0
* Via/cell ratio at 2.84
* Number of global-route vias before repair at about 370
* Dominant cell type by area after synthesis: dfxtp_1
* Die Height at roughly 95 microns
* CP Cell Sequence: clkdlybuf4s50_1
* Outcome: completed
* Async SR Flop Fraction at 0%
* Final Util at between 10% and 20%
* CP top delay family: buffers and inverters
* Crit Path Max Fanout at 1
* Iteration-0 DRC Markers at 5
* Top cells by count, synth: dfxtp_1 (17), xor2_1 (10), nand3_1 (5)
* PD cells at between 300 and 400 nW/um^2
* GPL Wtd Cong at 0.715
* P&R area growth vs syn at 22.8%
* Port Buffers at 1
* CP Launch Type: flop
* Clk slew on worst S/H paths at roughly 0.07 ns
* RSZ-0062 raised after global routing: false
* Slew margin rel. at between 70 and 80%
* Initial antenna violation count at 0
* TritonCTS Buffers at 3
* # H-tree levels at 1
* Synthesized area per cell at around 11 sq um
* Critical-path top delay cell: clkdlybuf4s50_1
* Placed cells at 131
* FF-to-FF path depth at 3
* Seq/Total Area, Yosys at a little over half
* Final Hold Viols at 0
* Commonest flop: dfxtp_1
* GR Util All Layers at approximately 2%
==> placed cells by master (no fill, tap or decap) <==
| cell type | instances |
|---|---|
| nand4_4 | 1 |
| clkdlybuf4s50_1 | 1 |
| nor4_2 | 4 |
| nor3_1 | 4 |
| nand3_1 | 5 |
| ha_1 | 1 |
| inv_1 | 3 |
| nand2_1 | 4 |
| nor2_1 | 3 |
| clkinv_2 | 1 |
| clkbuf_8 | 3 |
| xnor2_1 | 4 |
| nand4_1 | 2 |
| xor2_1 | 10 |
| dfxtp_1 | 17 |
==> area by class of cell <==
cell class / instances / area, sq um
clock inverters: 1 / 5.00
flip-flops and latches: 17 / 340
inverters: 3 / 11.3
multi-input cells: 38 / 290
well taps: 72 / 90.1
fillers: 619 / 4680
clock buffers: 3 / 41.3
repair buffers: 1 / 10.0
==> flip-flops by register name, summed over array words and instances (netlist names) <==
signal,count
clk,1
count,16
==> per-layer routing <==
| layer | wire [microns] | vias to the layer above | track usage (%) |
|---|---|---|---|
| met1 | 474 | 174 | 2.74 |
| met2 | 328 | 5 | 2.97 |
| li1 | - | 205 | - |
| met5 | 0 | - | 0 |
| met3 | 56 | 0 | 0.801 |
| met4 | 0 | 0 | 0.125 |
==> through the flow <==
step	setup slack (ns)	total power [W]
after CTS	2.03	0.000316
final	2.04	0.000311
after global routing	2.01	0.000323
after floorplan	2.64	0.000182
after detailed placement	2.30	0.000182
after global placement	2.30	0.000182
==> power breakdown <==
group          leakage [nW]       total (W)  internal (W)  switching (W)
combinational         0.148  0.000000000148             0              0
clock                0.0255        0.000133     0.0000726      0.0000600
sequential            0.137        0.000178      0.000178              0
==> worst min-delay path by stage <==
| stage | start | end | slack, ns | cells after the start |
|---|---|---|---|---|
| 4_1_cts | count[0] | count[0] | 0.40 | 1 |
| 5_1_grt | count[0] | count[0] | 0.43 | 1 |
| 6_report | count[0] | count[0] | 0.40 | 1 |
==> logic make-up (layout without fill, tap and decap cells) <==
family	count (synthesis)	after routing	share of synthesized area, %
buf+inv	3	8	1.75
simple gates	23	23	24.2
flops	17	17	53.0
fa+ha+maj	1	1	1.95
xor+xnor	14	14	19.1
Power and IR drop assume default switching activity.
